==> flow/design.v <==
module rc5_enc_16bit(input clock,reset,enc_start, input [15:0]p, output reg [15:0]c, output reg enc_done);
	logic [7:0]s[0:3];
	reg [15:0] p_tmp; 
	reg [2:0] state; 
	assign s[0] = 8'h20; 
	assign s[1] = 8'h10;
	assign s[2] = 8'hFF;
	assign s[3] = 8'hFF;
	always_ff @(posedge clock) 
	begin
		if (!reset) 
		begin
			state <= 3'b000;
			p_tmp <= p;
			enc_done <= 1'b0;
		end
		else
		begin
			if (enc_start == 1'b1) 
			begin
				case (state)
				3'b000:	begin  
						p_tmp[15:8] <= (p_tmp[15:8] - s[0]) % 9'h100;
						p_tmp[7:0] <= (p_tmp[7:0] + s[1]) % 9'h100;
						state <= 3'b001;
						end
				3'b001:	begin  
						p_tmp[15:8] <= ((((p_tmp[15:8] & p_tmp[7:0]) << (p_tmp[7:0]%8)) | ((p_tmp[15:8] ^ p_tmp[7:0]) >> (8 - (p_tmp[7:0]%8)))) + s[2]) % 9'h100;
						state <= 3'b010;
						end
				3'b010:	begin  
						p_tmp[7:0] <= ((((p_tmp[7:0] ^ p_tmp[15:8]) << (p_tmp[15:8]%8)) | ((p_tmp[7:0] ^ p_tmp[15:8]) >> (8 - (p_tmp[15:8]%8)))) + s[3]) % 9'h100;
						state <= 3'b011;
						end
				3'b011:	begin  
						c[15:0] <= p_tmp [15:0];
						enc_done <= 1'b1;
						end        
				default:c <= 16'd0;
				endcase
			end
		end
	end
endmodule
==> flow/run.sh <==
#!/bin/bash
# OpenROAD 26Q1-2900-gdf79404cd8, Yosys 0.63+post, stock flow scripts
make -C /OpenROAD-flow-scripts/flow DESIGN_CONFIG=/design/flow/config.mk WORK_HOME=/design/flow/orfs finish
==> flow/config.mk <==
export PLATFORM = sky130hd
export DESIGN_NAME = rc5_enc_16bit
export DESIGN_NICKNAME = rc5_enc_16bit
export VERILOG_FILES = /design/flow/design.v
export SDC_FILE = /design/flow/constraint.sdc
export NUM_CORES = 4
export LEC_CHECK = 1
export CORE_UTILIZATION = 30
==> flow/constraint.sdc <==
current_design rc5_enc_16bit

set clk_period 6.9
set clk_io_pct 0.2

create_clock -name clk0 -period $clk_period [get_ports {clock}]

set non_clock_inputs [all_inputs -no_clocks]
set_input_delay [expr $clk_period * $clk_io_pct] -clock clk0 $non_clock_inputs
set_output_delay [expr $clk_period * $clk_io_pct] -clock clk0 [all_outputs]
==> reports/qor.yml <==
status: "finished, final reports clean"
dpl_cell_area_mm2: 0.00328
cts_tree: "built"
finalPower_mw: 0.688
drtIter0Drc: 158
drc: 0
rsz0062_at_grt: "false"
max_freq_mhz: 191
n_antenna_cell: 0
tns_ps: 0
fp_util_pct: 30.9
fin_crit_sh_pct: 75.9
synth-cells-yosys: 282
area_growth_pct: 17.7
final_area_mm2: 0.00336
die_w_um: 99.5
crit_arrival_ps: 5270
cts-root-buf: "clkbuf_8"
port_buffers: 35
tightest_slew_ps: 752
cp_common_cell: "inv_1"
cts.clk_slew.worst_paths_ps: 70
drv_cap: 0
finalMaxSlewViolations: 0
synth_top_area_share_pct: 33.7
seq_area_mm2: 0.00106
final.min_clock_period_ps: 5240
slew_headroom_pct: 49.7
antenna_left: 0
dp_hpwl_um: 4980
htree_levels: 2
die_area_mm2: 0.00991
end_kind: "flip-flop"
cts_buffer_depth: 2
grt_max_degree: 24
drive_gt1_share_pct: 8.77
flop_cell: "edfxtp_1"
grt.total_usage_pct: 14.4
p_comb_share_pct: 38.1
mi_logic_area_mm2: 0.00165
numSynthFlops: 37
hold_buffers: 0
yosysTopAreaCell: "edfxtp_1"
drt_pass1_iterations: 4
syn_avg_cell_area_um2: 10.1
slowest_delay_ps: 950
yosysWarningCount: 2
routedWlPerCell_um: 15.1
routed_wl_um: 6590
setup_violations: 0
min_path_type: "flip-flop to flip-flop"
dpl_worst_slack_ps: 1390
p_seq_share_pct: 41.3
grt.overflow.total: 0
synth_top_cell_by_count: "mux2i_1"
ir_worst_vdd_mv: 0.0875
cts_made_buffers: 5
swShare_pct: 36.0
edf_count: 32
synth_seq_share_pct: 37.2
fill_cells: 916
grt_pass1_vias: 2116
rows: 35
core_mm2: 0.00924
gp_congestion: 0.917
async_flop_share_pct: 0
post_cts_buffers: 0
via_count: 2219
grt_pass1_wl_um: 11000
power_density_mw_per_mm2: 205
cp-start-kind: "primary input"
die_h_um: 99.5
vias_per_cell: 5.08
antenna_found_initial: 0
worstPathRequired_ps: 6940
path_cells: "clkdlybuf4s50_1, nand3_2, a21boi_2, a221oi_2, o311ai_2, inv_1, ha_1, inv_1, nor2_1, and3_1, or3_1"
crit_fanout: 21
warning_count: 25
critical-path-slowest-cell: "clkdlybuf4s50_1"
clkSinkCount: 37
finalHoldViolCount: 0
final.setup.worst_slack_ps: 1660
yosysUniqueCellTypes: 56
power.share.clock_pct: 20.6
synthTopCellsByCount: "mux2i_1, edfxtp_1, nand2_1"
p_sw_mw: 0.247
p_leak_nw: 1.26
insertion_delay_ps: 290
clock-skew-final_ps: 7.61
ys_area_mm2: 0.00285
cts_resized: 0
syn_area_mm2: 0.00285
critical_path_class: "primary input to flip-flop"
synthCells: 282
top_cells_by_area: "edfxtp_1, mux2i_1, ha_1"
io_pins: 36
internal_power_mw: 0.441
## metrics by stage
step	util, %	hold WS, ps	instances
after global routing	36.3	519	437
after detailed placement	35.5	471	429
after CTS	36.3	490	437
after floorplan	-	413	282
final	36.3	477	437
after global placement	35.5	473	429
## power by group through the flow
stage / logic, mW / registers (mW) / clock network, mW
CTS: 0.262 / 0.284 / 0.146
global route: 0.289 / 0.287 / 0.154
finish: 0.262 / 0.284 / 0.142
## cell type report
class / instances / share of cell area (%)
clock buffer: 5 / 2.05
clock inverter: 3 / 0.373
inverter: 9 / 1.01
multi-input combinational: 216 / 49.1
sequential: 37 / 31.6
tap: 129 / 4.81
timing repair buffer: 38 / 11.1
## cell usage in the layout, fill, tap and decap left out, types with 5 or more instances in the layout
cell type        count
nand2_1             22
nand3b_1             5
o2bb2ai_1           11
clkdlybuf4s50_1     35
a21oi_1             14
edfxtp_1            32
and2_1              16
dfxtp_1              5
nand3_1             15
o21ai_0              5
ha_1                11
mux2i_1             33
clkbuf_8             5
nor2_1              15
nand2b_1             6
inv_1                9
## path summary, 6_finish.rpt
check        slack [ps]  endpoint     start  cells after the start
min                 480  enc_done  enc_done                      2
min reg2reg         480  enc_done  enc_done                      2
max                1660  p_tmp[6]     reset                     11
max reg2reg        3250  p_tmp[6]  state[2]                     10
## metal layers
metal | part of all wire (%) | global-route usage [%]
met3 | 4.1 | 1.93
met2 | 44 | 21.7
met4 | 1.1 | 1.70
met1 | 50 | 23.4
met5 | 0 | 0
## flip-flops by register name (all words and copies together), names as in the netlist
| signal | count |
|---|---|
| state | 4 |
| c | 16 |
| enc_done | 1 |
| p_tmp | 16 |
## critical path, delay by kind of cell
family	cells	cell delay (ps)
buf+inv	3	1130
compound gates	3	1270
fa+ha+maj	1	230
simple gates	4	1260
## kinds of logic (layout without fill, tap and decap cells)
| logic type | count (synthesis) | after routing | synth area share (%) |
|---|---|---|---|
| adders and majority gates | 11 | 11 | 4.82 |
| and+or+nand+nor | 99 | 99 | 19.2 |
| AOI/OAI and AO/OA | 60 | 60 | 16.2 |
| buffers and inverters | 29 | 55 | 5.30 |
| xor gates and xnor gates | 6 | 6 | 1.84 |
| DFF | 37 | 37 | 37.2 |
| muxes | 40 | 40 | 15.4 |
Power and IR drop assume default switching activity.
